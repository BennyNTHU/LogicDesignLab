$ cat ./run.sh
#!/bin/bash
# OpenROAD 26Q1-2900-gdf79404cd8, Yosys 0.63+post, stock flow scripts
make -C /OpenROAD-flow-scripts/flow DESIGN_CONFIG=/design/flow/config.mk WORK_HOME=/design/flow/orfs finish
$ cat ./design.v
`timescale 1ns / 1ps
module long_press(
    input in,
    input clk,
    output reg out,
    output reg rst
    );
reg [26:0]count;
reg [26:0]count_tmp0;
reg [26:0]count_tmp1;
always@*
    if(in == 1'b1)
        count_tmp0 = count + 1'b1;
    else
        count_tmp0 = 27'b0;
always@*
    if(count_tmp0 == 27'd100000000-1)
    begin
        count_tmp1 = 27'b0;
        rst = 1'b1;
    end
    else
    begin
        count_tmp1 = count_tmp0;
        rst = 1'b0;
    end
always@(posedge clk)
    count <= count_tmp1;
always@*
    out = in & (~rst);
endmodule
$ cat ./constraint.sdc
current_design long_press

set clk_period 9.3
set clk_io_pct 0.2

create_clock -name clk0 -period $clk_period [get_ports {clk}]

set non_clock_inputs [all_inputs -no_clocks]
set_input_delay [expr $clk_period * $clk_io_pct] -clock clk0 $non_clock_inputs
set_output_delay [expr $clk_period * $clk_io_pct] -clock clk0 [all_outputs]
$ cat ./config.mk
export PLATFORM = sky130hd
export DESIGN_NAME = long_press
export DESIGN_NICKNAME = long_press
export VERILOG_FILES = /design/flow/design.v
export SDC_FILE = /design/flow/constraint.sdc
export NUM_CORES = 4
export LEC_CHECK = 1
export CORE_AREA = 10 10 103 103
export DIE_AREA = 0 0 113 113
==> metrics.yaml <==
outcome:
  outcome: "completed"
placement:
  dpl.hpwl_mm: 2.02
  dp_cells: 273
  port_buffers: 3
  placed_area_um2: 1560
  gp_congestion: 0.828
floorplanning:
  io_pins: 4
  core_um2: 8300
  rows: 33
  die_area_um2: 12800
  die_x_um: 113
  fp_util: 0.174
  die_h_um: 113
critical_path:
  worst_r2r_endpoint: "count[4]$_SDFF_PN0_"
  critical_path.most_common_cell: "clkdlybuf4s50_1"
  rrSetupSlack_ps: 6660
  cp_max_fo: 26
  cpMaxStageDelayCell: "clkinv_1"
  endpoint_kind: "output pin"
  critPathBufInv: 3
  r2r-start: "count[0]$_SDFF_PN0_"
  critPathRequiredTime_ps: 7440
  crit_path_start_kind: "input port"
  crit_start: "in"
  ff2ff_path_depth: 8
  path_cells: "clkdlybuf4s50_1 -> clkinv_1 -> nor2_1 -> a31oi_1 -> nor4_1 -> and4bb_4 -> clkdlybuf4s50_1"
  arrival_ps: 4710
  path_class: "in -> out"
  cp_top_family: "buffers and inverters"
  max_stage_delay_ps: 600
grt:
  grt_usage: 0.0423
  grt_overflow_total: 0
  grt_max_degree: 27
  antenna_found_initial: 0
  grt_pass1_wl_mm: 4.75
  grt_pass1_vias: 993
final_timing:
  tightest_slew_ps: 785
  skew_ps: 5.06
  hold_ws_ps: 552
  hold_viol: 0
  maxSlewViolCount: 0
  rsz0062_at_grt: "false"
  slew_headroom: 0.472
  clock.fmax_ghz: 0.152
  period_needed_ps: 6570
  finalSetupTns_ps: 0
  finalSetupViolations: 0
  fin_crit_sh: 0.706
cells_and_area:
  regArea_um2: 541
  finalNonFillerCells: 277
  logic_area_um2: 833
  post-route-util: 0.193
  reg.largest.list: "count: 27 flops"
  postLayoutCellArea_um2: 1600
  n_fill_cell: 905
  syn_to_final_growth_pct: 11.1
  top_register: "count"
  drive_gt1_frac: 0.0814
  largest_reg_flops: 27
yosys:
  numSynthFlops: 27
  yosys_area_um2: 1440
  syn-cell-area_um2: 1440
  area_leaders: "dfxtp_1 (37%), xnor2_1 (9.7%), nor3_1 (6.6%)"
  ys_seq_frac: 0.375
  syn_inst: 171
  syn_avg_cell_area_um2: 8.44
  synth_warnings: 1
  synth_cell_types: 36
  yosys-stat-cells: 171
  top_area_frac: 0.375
  largest_area_cell: "dfxtp_1"
cts:
  clkTransAtPathRegs_ps: 90
  clock_path_buffers: 2
  ctsHoldBuffers: 0
  cts_buffers: 3
  htreeDepth: 1
  clk_latency_ps: 270
  cts_tree: "built"
  cts_resized: 0
  cts_sinks: 27
  post_cts_buffers: 0
  cts-root-buf: "clkbuf_8"
routing:
  wl_met3_um: 137
  wl_met2_mm: 1.18
  avgViaCountPerCell: 4.12
  vias: 1140
  antennaDiodeCount: 0
  ant_nets: 0
  first_pass_iters: 4
  wirelength_mm: 2.80
  top_layer: "met3"
  wl_met1_mm: 1.49
  drt_iter0_drc: 72
  post_drt_wl_per_cell_um: 10.1
  drc_errors: 0
min_path:
  hold_path_class: "reg -> reg"
  min_from: "count[0]$_SDFF_PN0_"
  hold_path_depth: 1
  holdPathEnd: "count[0]$_SDFF_PN0_"
job:
  cap_violations: 0
  tool_warnings: 25
pwr:
  peakVddDrop_mv: 0.0549
  leakagePower_nw: 0.456
  power_density_nw_per_um2: 119
[cell usage after synthesis, drive strengths merged]
library cell and n:
o221ai 1, o31ai 1, nand3b 1, nand3 13, xnor2 16, a31o 1, or2 2, or4 2
and2 1, a32oi 1, inv 5, clkbuf 2, o21ai 3, nand2 13, nor4 8, a31oi 1
ha 1, a21oi 5, and4bb 1, nor3 20, nor2 23, xor2 8, dfxtp 27, nand4 6
and3 1, mux2i 1, clkinv 1, or3 2, buf 4
[cell families (layout without fill, tap and decap cells)]
logic type | count (synthesis) | count (layout) | share of synthesized area
DFF | 27 | 27 | 0.375
and+or+nand+nor | 93 | 93 | 0.361
buffers and inverters | 12 | 13 | 0.0477
adders and majority gates | 1 | 1 | 0.00867
AOI/OAI and AO/OA | 13 | 13 | 0.0555
muxes | 1 | 1 | 0.00694
xor gates and xnor gates | 24 | 24 | 0.146
[cells in the final DEF (no fill, tap or decap), drive strengths merged]
cell type	Yosys	routed
nand4	6	6
or4	2	2
xor2	8	8
a21oi	5	5
ha	1	1
or2	2	2
nor4	8	8
nor3	20	20
and3	1	1
nand2	13	13
dfxtp	27	27
clkbuf	2	4
nand3b	1	1
o31ai	1	1
xnor2	16	16
clkinv	1	1
and4bb	1	1
and2	1	1
a31o	1	1
mux2i	1	1
a32oi	1	1
or3	2	2
o21ai	3	3
nand3	13	13
inv	5	5
a31oi	1	1
nor2	23	23
o221ai	1	1
clkdlybuf4s50	0	3
[per-stage QoR]
step / power [mW] / setup slack [ps]
final: 0.190 / 2730
after floorplan: 0.124 / 4550
after global routing: 0.198 / 2420
after CTS: 0.192 / 2700
after global placement: 0.127 / 2780
after detailed placement: 0.127 / 2730
[routing by layer]
layer	global-route usage	up-vias
met5	0	-
met4	0.00254	0
met3	0.00855	0
met2	0.0591	22
met1	0.0671	512
li1	-	606
[how the worst max path moves through the flow]
stage / slack, ps / depth (start not counted) / to
4_1_cts: 2700 / 7 / rst
5_1_grt: 2420 / 7 / rst
6_report: 2730 / 7 / rst
[where the power goes]
| part | total [mW] | internal, mW | switching (mW) |
|---|---|---|---|
| clock | 0.0660 | 0.0307 | 0.0353 |
| sequential | 0.118 | 0.117 | 0.00128 |
| combinational | 0.00606 | 0.00223 | 0.00384 |
| total | 0.190 | 0.149 | 0.0405 |
[final cells by class]
class,count,area share
sequential,27,0.337
clock buffer,4,0.0281
inverter,6,0.0141
timing repair buffer,3,0.0187
tap,105,0.0820
multi-input combinational,132,0.520
Power figures rest on the tool's default switching activity, not on a simulated workload.
