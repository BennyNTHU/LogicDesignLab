==> design/flow/config.mk <==
export PLATFORM = sky130hd
export DESIGN_NAME = ssd_shifter
export DESIGN_NICKNAME = ssd_shifter
export VERILOG_FILES = /design/flow/design.v
export SDC_FILE = /design/flow/constraint.sdc
export NUM_CORES = 4
export LEC_CHECK = 1
export CORE_UTILIZATION = 30
==> design/flow/constraint.sdc <==
current_design ssd_shifter

set clk_period 3.0
set clk_io_pct 0.2

create_clock -name clk0 -period $clk_period [get_ports {clk}]

set non_clock_inputs [all_inputs -no_clocks]
set_input_delay [expr $clk_period * $clk_io_pct] -clock clk0 $non_clock_inputs
set_output_delay [expr $clk_period * $clk_io_pct] -clock clk0 [all_outputs]
==> design/flow/design.v <==
`timescale 1ns / 1ps
module ssd_shifter(
    input clk,
    input rst,
    output reg [7:0] cur_display,
    output reg [3:0] ssd_ctl
    );
reg [19:0] cnt;
reg [19:0] cnt_tmp;
wire [1:0] ab_sel;
reg [7:0] ee1, ee2, ee3, ee4, ee5, ee6;
always @(posedge clk or negedge rst)
    if (~rst)
        cnt <= 19'b00;
    else
        cnt <= cnt_tmp;
always @ (cnt)
    cnt_tmp <= cnt+1;
assign ab_sel = {cnt[19], cnt[18]};
always @(ab_sel)
    case (ab_sel)
        2'b00:  cur_display = ee1;
        2'b01:  cur_display = ee2;
        2'b10:  cur_display = ee3;
        2'b11:  cur_display = ee4;
        default: cur_display = 8'b10001110;
    endcase
always @(ab_sel)
     case (ab_sel)
        2'b00: ssd_ctl = 4'b1110;
        2'b01: ssd_ctl = 4'b1101;
        2'b10: ssd_ctl = 4'b1011;
        2'b11: ssd_ctl = 4'b0111;
        default: ssd_ctl = 4'b1111;
     endcase
always@ (posedge clk or negedge rst)
    if (~rst)
    begin
        ee1 <= 8'b10101011;
        ee2 <= 8'b10000111;
        ee3 <= 8'b10001001;
        ee4 <= 8'b11000001;
        ee5 <= 8'b10000110;
        ee6 <= 8'b10000110;
    end
    else
    begin
        ee6 <= ee1;
        ee1 <= ee2;
        ee2 <= ee3;
        ee3 <= ee4;
        ee4 <= ee5;
        ee5 <= ee6;
    end
endmodule
==> design/flow/run.sh <==
#!/bin/bash
# OpenROAD 26Q1-2900-gdf79404cd8, Yosys 0.63+post, stock flow scripts
make -C /OpenROAD-flow-scripts/flow DESIGN_CONFIG=/design/flow/config.mk WORK_HOME=/design/flow/orfs finish
==> GITHUB_STEP_SUMMARY <==
## Synthesis and layout report

| Metric | Value |
|---|---|
| CTS max path bufs | `2` |
| Via count | `1113` |
| Sink Count | `68` |
| Lkg Pwr | `1.198 nW` |
| Placed Cells | `244` |
| Crit end category | `primary output` |
| And-or/or-and share of the synthesized area | `0` |
| Least-Margin Pin Slew | `0.5508 ns` |
| R2r endpoint | `cnt[19]` |
| Ys cells | `133` |
| Crit path kind | `register to primary output` |
| Num ports | `14` |
| CTS tree | `built` |
| Final hold violation count | `0` |
| Port-buffer cells | `13` |
| Sequential Area | `0.001728 mm²` |
| Multi-input logic area | `569.3 µm²` |
| Post-synth EDFFs | `0` |
| Fillers | `680` |
| Cycle use final | `0.8646` |
| Ant. Diodes | `0` |
| Synth flops | `68` |
| Peak supply drop | `0.2830 mV` |
| Top cells, area | `dfrtp_1 (51%), dfstp_2 (24%), mux4_2 (7.8%), xnor2_1 (4.5%), xor2_1 (1.9%)` |
| Detailed Routing Iterations Pass 1 | `4` |
| Synth Seq Share | `0.7453` |
| Post-CTS sizing | `0` |
| Worst r2r path cells | `4` |
| Die ar. | `0.008084 mm²` |
| CTS H-tree depth | `3` |
| HPWL after DPL | `2.052 mm` |
| Number of remaining DRC errors | `0` |
| Register clock-pin slew on the reported worst setup and hold paths | `0.07 ns` |
| Crit-path max FO | `9` |
| Basic Gates by Area | `0.09120` |
| Sum Neg Setup Slack | `0 ns` |
| Min-delay worst type | `input port to async pin` |
| Pwr Density | `600.7 mW/mm²` |
| YS chip area | `0.002318 mm²` |
| Outcome | `finished, final reports clean` |
| Gr ovfl total | `0` |
| Core Box Area | `0.007370 mm²` |
| Share of cells above drive strength 1 | `0.3354` |
| F_max | `385.5 MHz` |
| Synthesized instance count | `133` |
| Logic family by area | `simple AND/OR/NAND/NOR gates` |
| GP Congestion | `0.7467` |
| Synth area leader | `dfrtp_1` |
| R2R setup slack | `1.47 ns` |
| TritonCTS Buffers | `9` |
| Syn avg cell area | `17.43 µm²` |
| Most numerous cell in the Yosys netlist | `dfrtp_1` |
| Async set-reset flop share out of synthesis | `1.000` |
| Syn-to-layout area delta | `19.43%` |
| Floorplan utilization | `0.3146` |
| Largest net degree at the start of global routing | `43` |
| Final setup viols | `0` |
| First-pass GRT wire length | `5.906 mm` |
| Final slew viol count | `0` |
| Max-cap viol count | `0` |
| Wire length per cell | `12.64 µm` |
| Setup Fix Bufs, Post-CTS | `0` |
| Log Warnings | `25` |
| GR Util All Layers | `0.09556` |
| Mux cell area share | `0.07771` |
| Syn. warnings | `1` |
| Top area contributor share | `0.5073` |
| Critical Path AT | `1.99 ns` |
| Top post-synthesis cells by count | `dfrtp_1 (47), dfstp_2 (21), xnor2_1 (12)` |
| Insertion Delay late pin | `0.33 ns` |
| Routed WL | `3.287 mm` |
| Critical Path RT | `2.40 ns` |
| Root buf cell | `clkbuf_8` |
| Distinct cells, synth | `23` |
| Initial antenna violation count | `0` |
| Final Critical Period | `2.594 ns` |
| Post-route insts no fill | `260` |
| Skew final | `0.005977 ns` |
| Final antenna-violating net count | `0` |
| Vias in the first global route | `1194` |
| R2R Path Start | `cnt[2]` |
| Via-per-instance ratio | `4.281` |
| DR iter-0 viols | `43` |
| Max-slew headroom | `0.6328` |
| CP startpoint kind | `register` |
| Mapped Area | `0.002318 mm²` |
| Primary FF master, synth | `dfrtp_1` |
| Xor/xnor share | `0.07124` |
| Post-CTS Hold Buffers | `0` |
| Adder share | `0.005397` |
| RSZ-0062 raised after global routing | `no` |
| Chip width | `89.91 µm` |
| Die Ht | `89.91 µm` |
| # rows | `31` |
## power by group
part / leakage [nW] / total, mW / internal [mW] / switching, mW
clock: 0.0958 / 0.728 / 0.387 / 0.341
sequential: 0.864 / 0.918 / 0.918 / 0
combinational: 0.238 / 0.0176 / 0.00129 / 0.0163
## worst max-delay path by stage
stage	from	endpoint	slack [ns]	cells after the start
global route	cnt[18]	cur_display[4]	0.26	3
CTS	cnt[18]	cur_display[4]	0.36	3
finish	cnt[18]	cur_display[4]	0.41	3
## cell usage in the layout (no fill, tap or decap), types with 3 or more instances in the layout
cell             instances
nand2_1                  8
clkbuf_8                 9
dfrtp_1                 47
mux4_2                   8
xnor2_1                 12
nand3_1                  8
xor2_1                   5
clkdlybuf4s50_1         12
nand4_1                  3
nor2_1                   3
dfstp_2                 21
## per-layer routing
layer / global-route usage / wire length [µm] / part of all wire / up-vias
met5: 0 / 0 / 0 / -
met2: 0.1327 / 1471 / 0.45 / 31
met4: 0.01075 / 36 / 0.011 / 0
met1: 0.1485 / 1593 / 0.48 / 575
met3: 0.04725 / 187 / 0.057 / 6
li1: - / - / - / 501
## metrics by stage
step / setup slack, ns / hold WS, ns / total power [mW] / area, µm² / utilization
final: 0.4062 / 0.2491 / 1.663 / 2769 / 0.3757
after global placement: 0.7556 / 0.3364 / 0.9516 / 2569 / 0.3486
after CTS: 0.3613 / 0.2479 / 1.691 / 2769 / 0.3757
after global routing: 0.2586 / 0.2687 / 1.727 / 2769 / 0.3757
after detailed placement: 0.7325 / 0.3364 / 0.9534 / 2569 / 0.3486
after floorplan: 1.227 / 0.3044 / 0.9345 / 2318 / -
## kinds of logic (layout without fill, tap and decap cells)
family        count (synthesis)  count (layout)
simple gates                 33              33
fa+ha+maj                     1               1
xor+xnor                     18              18
buf+inv                       5              33
flops                        68              68
mux                           8               8
## layout make-up
class | instances | share of cell area
Clock buffer | 9 | 0.04474
Inverter | 2 | 0.002711
Timing Repair Buffer | 15 | 0.05061
Clock inverter | 7 | 0.02756
Multi-Input combinational cell | 60 | 0.2056
Sequential cell | 68 | 0.6240
Tap cell | 99 | 0.04474
## registers in the layout (all words and copies together), names as in the netlist
| name | flops |
|---|---|
| ee4 | 8 |
| ee5 | 8 |
| cnt | 20 |
| ee2 | 8 |
| ee3 | 8 |
| ee1 | 8 |
| ee6 | 8 |
## critical path, cell delays in order, from the launching register on
cell and delay [ns]:
dfrtp_1 0.50, buf_4 0.25, mux4_2 0.51, clkdlybuf4s50_1 0.41
Power is estimated from default activity; no workload was simulated.
