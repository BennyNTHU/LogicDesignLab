[flow/config.mk]
export PLATFORM = sky130hd
export DESIGN_NAME = decide
export DESIGN_NICKNAME = decide
export VERILOG_FILES = /design/flow/design.v
export SDC_FILE = /design/flow/constraint.sdc
export NUM_CORES = 4
export LEC_CHECK = 1
export CORE_AREA = 10 10 70 70
export DIE_AREA = 0 0 80 80
[flow/constraint.sdc]
current_design decide

set clk_period 3.3
set clk_io_pct 0.2

create_clock -name clk0 -period $clk_period

set non_clock_inputs [all_inputs -no_clocks]
set_input_delay [expr $clk_period * $clk_io_pct] -clock clk0 $non_clock_inputs
set_output_delay [expr $clk_period * $clk_io_pct] -clock clk0 [all_outputs]
[flow/design.v]
`timescale 1ns / 1ps
module decide(
    input clk,
    input rst,
    input dip,
    input [3:0] hour1_tmp, 
    input [3:0] hour2_tmp,
    output reg [3:0] hour1,
    output reg [3:0] hour2
    );
wire [4:0] hour;   
assign hour = hour1_tmp * 10 + hour2_tmp;
always @*
    if (hour > 12)
    begin
        if (dip == 1'b1)
        begin
            hour1 = (hour - 12) / 10;
            hour2 = (hour - 12) % 10;
        end
        else if (dip == 1'b0)
        begin
            hour1 = hour1_tmp;
            hour2 = hour2_tmp;
        end
    end
    else
    begin
        hour1 = hour1_tmp;
        hour2 = hour2_tmp;
    end
endmodule
[flow/run.sh]
#!/bin/bash
# OpenROAD 26Q1-2900-gdf79404cd8, Yosys 0.63+post, stock flow scripts
make -C /OpenROAD-flow-scripts/flow DESIGN_CONFIG=/design/flow/config.mk WORK_HOME=/design/flow/orfs finish
==> notes.md <==
Flow results follow.

The flow ran to the end, but the final reports show violations. The final reports fail on negative setup slack. The fraction of power consumed by sequential logic is 0%.

Leaving out fill and tap cells, the most frequent cells in the layout are sky130_fd_sc_hd__buf_4 (54), sky130_fd_sc_hd__buf_6 (14), sky130_fd_sc_hd__nand2_1 (10), sky130_fd_sc_hd__ha_4 (10). The number of setup violations in the final report is 7. The worst setup path is captured at an output pin. By area the synthesized netlist is led by sky130_fd_sc_hd__ha_1 (13%), sky130_fd_sc_hd__xor2_1 (5.5%), sky130_fd_sc_hd__o21ai_0 (4.7%). The power density normalized to cell area is 766 nW/µm². Buffers placed on the I/O ports in this run total 17. Using the TritonRoute via totals, the vias-per-cell ratio works out to 4.97. In the hold report, the worst path ends at hour1[2]. The reported max-cap violation count is 0.

The count of inserted antenna diode cells is 0. The net switching share of the total power is 45.3%. The routed wire length per instance is 13.6 µm. The share of Yosys cell area claimed by the top area cell type is 13.1%. The total tool warning count is 41. On the critical path, the stage with the largest delay is an instance of sky130_fd_sc_hd__fa_2. The worst min-delay path category is primary input to output pin.

The worst path setup slack after routing is -1.71 ns. The total of clock buffers placed in the layout is 0. Counting the warning lines in the Yosys log gives 1. The count of vias placed by the detailed router is 1292. The worst hold slack is 1.59 ns.

The post-synthesis instance total is 135. Nets still carrying antenna violations after routing amount to 0. The peak per-stage delay on the critical path is 0.60 ns. In this run the mean area of a mapped cell was 7.06 µm².

For this run, the detailed router's first-pass iteration total came to 4. The layout cell share with drive strength beyond 1 is 66.4%. The leakage power is 0.896 nW. The count of filler cells inserted in the layout is 267.

The die is 80 µm wide. The post-layout period usage of the worst path is 152%. Counting pins that exceed their max-slew limit in the final report gives 0. Across every metal layer, demand over resource in global routing totals 11.0%.

According to the dpl log, the detail-placed design has an HPWL of 2270 µm. The startpoint identified for the worst hold timing path is hour1_tmp[2]. The reported net switching power is 744 µW. The placement stage leaves a total instance area of 1630 µm².

Per the synthesis report, the number of distinct cell types is 53. The via count of the first global-routing pass is 1339. Once iteration 0 of detailed routing completed, the report listed 44 DRC markers. The aggregate global routing overflow is 0.

Per the placement report, the placed cell count is 235. Power comes to 1.64 mW. The yosys stat chip area is 953 µm².

Counting endpoints that fail hold in the final report gives 0. The share of the core area taken by cells at floorplan is 27.9%. The share of power burned in combinational logic is 100.0%. The highest-count logic cell in the final layout is sky130_fd_sc_hd__buf_4. Per the detail_route report, DRC violations left total 0. The setup path with the least slack is of type primary input to output pin.

The top achievable clock speed is 199 MHz. Setup repair after global routing could not meet its margin everywhere. The floorplan step defined a die boundary enclosing 6400 µm².

Per the timing report, the biggest fanout along the worst path comes to 7. Of the total power, the clock network draws 0%. The total I/O pin count is 19. The final layout contains a sequential cell count of 0.

After layout, the minimum clock period comes to 5.01 ns. The placer congestion estimate is 0.829. STA puts the critical path data required time at 2.64 ns. The sequential fraction of the synthesis area is 0%. The worst hold path depth is 4.

The flow measured a signed area growth from synthesis to layout of 125%. The worst setup path is launched from a primary input. The analysis reports a worst IR drop on VDD of 389 µV. The combinational cell area excluding buffers and inverters is 1340 µm². The utilization after layout is 62.7%. The sequential cell area is 0 µm².

The first global-routing pass estimated 6100 µm of wire. The number of hold buffers added after cts is 0. The pin count of the biggest net entering global routing is 15. The data arrival time of the critical path is 4.35 ns. The initial antenna violation count is 0.

In this run the core area contains 21 standard-cell rows. In this run the critical path is formed by buf_8 > ha_4 > inv_2 > fa_2 > inv_8 > a22oi_4 > inv_4 > ha_4 > buf_6 > nor2b_4 > buf_6 > o211ai_1 > a221oi_4 > o31ai_4 > nor3_2 > o21ai_1 > o311ai_2 > buf_4 > nor3_4 > xnor2_1 > o21ai_1 > buf_2. The cell area after technology mapping is 953 µm². The vertical extent of the die is 80 µm.

In the power breakdown, the internal column shows 897 µW. The number of cell instances after yosys synthesis is 135. The standard cell core area is 3420 µm². Looking at area per cell type in the netlist, the leader is sky130_fd_sc_hd__ha_1. The total length of routed wires is 3540 µm. Once layout is complete, the cells apart from fillers number 260. The finished cells cover 2140 µm².
-- area by class of cell --
type                            count  share of cell area, %
Multi-Input combinational cell    120                   62.6
Timing Repair Buffer               85                   32.7
Tap cell                           46                   2.69
Inverter                            9                   2.04
-- worst max-delay path, delay by kind of cell --
family	cells	cell delay [ns]
AND-OR/OR-AND	7	1.41
AND/OR/NAND/NOR	3	0.32
buffers and inverters	8	0.77
adder cells (fa/ha/maj)	3	1.06
XOR/XNOR	1	0.13
-- logic make-up (layout without fill, tap and decap cells) --
logic type                 count (synthesis)  count (layout)  share of synthesized area, %
AOI/OAI and AO/OA                         47              47                          37.0
xor gates and xnor gates                   9               9                          9.71
buffers and inverters                     18              94                          8.14
adders and majority gates                 11              11                          15.2
and+or+nand+nor                           46              46                          26.2
other                                      1               4                         0.393
muxes                                      3               3                          3.28
-- per-stage QoR --
stage / worst slack (ns) / setup TNS [ns]
final: -1.71 / -9.65
after detailed placement: -2.58 / -15.57
after floorplan: -0.960 / -3.42
after CTS: -1.67 / -9.21
after global placement: -2.54 / -15.28
after global routing: -1.92 / -10.93
-- Yosys cell counts (2+ instances only) --
| cell | count |
|---|---|
| sky130_fd_sc_hd__a211oi_1 | 4 |
| sky130_fd_sc_hd__a21oi_1 | 5 |
| sky130_fd_sc_hd__a22oi_1 | 2 |
| sky130_fd_sc_hd__buf_2 | 2 |
| sky130_fd_sc_hd__buf_4 | 2 |
| sky130_fd_sc_hd__clkbuf_1 | 5 |
| sky130_fd_sc_hd__ha_1 | 10 |
| sky130_fd_sc_hd__inv_1 | 9 |
| sky130_fd_sc_hd__mux2i_1 | 2 |
| sky130_fd_sc_hd__nand2_1 | 12 |
| sky130_fd_sc_hd__nand2b_1 | 2 |
| sky130_fd_sc_hd__nand3_1 | 5 |
| sky130_fd_sc_hd__nand3b_1 | 3 |
| sky130_fd_sc_hd__nor2_1 | 8 |
| sky130_fd_sc_hd__nor2b_1 | 3 |
| sky130_fd_sc_hd__nor3_1 | 3 |
| sky130_fd_sc_hd__nor3b_1 | 2 |
| sky130_fd_sc_hd__o211ai_1 | 4 |
| sky130_fd_sc_hd__o21a_1 | 2 |
| sky130_fd_sc_hd__o21ai_0 | 9 |
| sky130_fd_sc_hd__o21ai_1 | 2 |
| sky130_fd_sc_hd__o22ai_1 | 2 |
| sky130_fd_sc_hd__xnor2_1 | 2 |
| sky130_fd_sc_hd__xor2_1 | 6 |
-- worst max path at each step --
| stage | end | slack, ns | start |
|---|---|---|---|
| 6_report | hour2[1] | -1.71 | hour1_tmp[0] |
| 5_1_grt | hour2[1] | -1.92 | hour1_tmp[0] |
| 4_1_cts | hour2[2] | -1.67 | hour1_tmp[2] |
-- metal layers --
| metal | up-vias | GRT usage, % | share of wire (%) |
|---|---|---|---|
| met2 | 25 | 19.4 | 48 |
| met5 | - | 0 | 0 |
| met1 | 610 | 14.9 | 47 |
| met3 | 0 | 1.14 | 4.8 |
| li1 | 657 | - | - |
| met4 | 0 | 0 | 0 |
-- power by group through the flow --
stage	combinational (mW)	sequential, mW	clock [mW]
final	1.64	0	0
after global routing	1.78	0	0
after CTS	1.53	0	0
-- what timing repair did --
| action | in CTS | in global routing |
|---|---|---|
| setup endpoints to repair | 7 | 7 |
| pin swaps | 45 | 17 |
| setup buffers | 26 | 4 |
| resized | 110 | 16 |
| cloned | 0 | 0 |
Power and IR drop assume default switching activity.
